### /design/flow/config.mk
export PLATFORM = sky130hd
export DESIGN_NAME = part2
export DESIGN_NICKNAME = part2
export VERILOG_FILES = /design/flow/design.v
export SDC_FILE = /design/flow/constraint.sdc
export NUM_CORES = 4
export LEC_CHECK = 1
export CORE_AREA = 10 10 70 70
export DIE_AREA = 0 0 80 80
### /design/flow/run.sh
#!/bin/bash
# OpenROAD 26Q1-2900-gdf79404cd8, Yosys 0.63+post, stock flow scripts
make -C /OpenROAD-flow-scripts/flow DESIGN_CONFIG=/design/flow/config.mk WORK_HOME=/design/flow/orfs finish
### /design/flow/constraint.sdc
current_design part2

set clk_period 2.1
set clk_io_pct 0.2

create_clock -name clk0 -period $clk_period

set non_clock_inputs [all_inputs -no_clocks]
set_input_delay [expr $clk_period * $clk_io_pct] -clock clk0 $non_clock_inputs
set_output_delay [expr $clk_period * $clk_io_pct] -clock clk0 [all_outputs]
### /design/flow/design.v
module FA(input logic a, b, cin, output s, cout);
    assign s=a^b^cin;
    assign cout=(a&b)|(cin&a)|(cin&b);
endmodule
module part1(input logic [3:0] a, b, input logic c_in,
output logic [3:0] s, c_out);
    logic c1, c2, c3, cout;
    FA u0(a[0], b[0], c_in, s[0], c1);
    FA u1(a[1], b[1], c1, s[1], c2);
    FA u2(a[2], b[2], c2, s[2], c3);
    FA u3(a[3], b[3],c3, s[3], cout);
    assign c_out[0]=c1;
    assign c_out[1]=c2;
    assign c_out[2]=c3;
    assign c_out[3]=cout;
endmodule
module part2(input logic [3:0] A, B, input logic [1:0] Function,
output logic [7:0] ALUout);
    logic [3:0] rcasum;  
    logic [3:0] cout;  
    part1 rca(.a(A), .b(B), .c_in(1'b0), .s(rcasum), .c_out(cout));
    always_comb
    begin
        case(Function)
        0: ALUout={3'b000, cout[3], rcasum}; 
        1: ALUout = (|A)||(|B)? 8'b00000001:8'b00000000;  
        2: ALUout = (&A)&&(&B)? 8'b00000001:8'b00000000;  
        3: ALUout={A,B};  
        default: ALUout = 8'b00000000;
        endcase
    end
endmodule
==> flow_summary.yaml <==
# physical design summary
synthesis:
  ys_seq_share_pct: 0
  yosys_area_um2: 221
  syn-instance-count: 27
  netlist_area_um2: 221
  synth.distinct_cells: 17
  syn_area_per_cell_um2: 8.20
  yosys_cells: 27
  ys_warn_count: 1
final_timing:
  finalCritPeriodShare_pct: 122
  timing_hold_violations_final: 0
  tightest_slew_ns: 0.204
  finalCriticalPeriod_ns: 2.57
  setup_viol_count_final: 3
  relSlewSlack_pct: 86.3
  timing.final.ws_setup_ns: -0.466
  rsz0062_at_grt: "true"
  max_clock_freq_mhz: 390
  report.final.slew_viol_count: 0
setup_path:
  cp.arrival_ns: 2.15
  path_cells: "buf_8 > ha_4 > fa_2 > fa_2 > inv_2 > fa_1 > nor3_2 > a21o_1 > buf_2"
  path_max_fanout: 2
  worst_setup_path_start_kind: "primary input"
  cpMaxStageDelayCell: "fa_1"
  worstSetupPathType: "in -> out"
  required_ns: 1.68
  crit_family: "adder cells"
  slowest_delay_ns: 0.41
  critPathBufInv: 3
  crit_top_cell: "fa_2"
  endpoint_kind: "output port"
route:
  routed_wl_um: 950
  via_per_inst: 3.16
  firstDrtPassIters: 2
  drt_iter0_markers: 16
  vias: 319
  drt-wirelength-per-cell_um: 9.41
  antenna_left: 0
  num_antenna_cells: 0
  drc_errors: 0
floorplan:
  core_mm2: 0.00342
  fp_util_pct: 6.48
  chip_area_mm2: 0.00640
  pin_count: 18
  die-width_um: 80
  die_y_um: 80
  fp-row-count: 21
pwr:
  p_per_area_mw_per_mm2: 176
  peakVddDrop_mv: 0.0567
  p_leak_nw: 0.246
  p_total_w: 0.0000963
placed_design:
  dp_hpwl_um: 868
  dp_cells: 100
  port_buffers: 18
  gp_congestion: 0.822
finish:
  syn_to_final_growth_pct: 147
  flops: 0
  final_layout_size_suffix_gt1_share_pct: 56.4
  layout.cells.most_common: "buf_4"
  regArea_um2: 0
  num-clock-buffers: 0
  mostFrequentLayoutCells: "11 x buf_4, 6 x dlygate4sd2_1, 4 x buf_2, 4 x clkdlybuf4s50_1, 3 x and3_2"
  stdcell_count: 101
clock_tree:
  ctsHoldBuffers: 0
outcome:
  outcome: "finished, violations left"
  violations: "negative setup slack"
global_route:
  track_usage_pct: 3.01
  grt_overflow: 0
  grt_max_degree: 9
  first_global_vias: 338
  grt_pass1_wl_um: 1600
  antenna_found_initial: 0
job:
  cap_violations: 0
  warnings: 35
worst_hold_path:
  hold_path_class: "in -> out"
where the power goes:
group	internal (W)	switching, W	leakage (nW)
logic	0.0000589	0.0000374	0.246
clock network	0	0	0
registers	0	0	0
per-stage QoR:
stage               cell area (µm²)  setup TNS (ns)  hold WS [ns]  util [%]  setup slack, ns
global route                    547           -1.07          1.34      16.0           -0.576
detailed placement              547           -4.56          1.96      16.0            -1.38
finish                          547          -0.842          1.29      16.0           -0.466
CTS                             547          -0.888          1.29      16.0           -0.494
global placement                547           -4.54          1.98      16.0            -1.38
floorplan                       239          -0.307         0.903         -           -0.307
layer usage:
layer / GRT usage, % / wire length [µm] / share of wire [%] / vias up
met4: 0 / 0 / 0 / 0
met5: 0 / 0 / 0 / -
li1: - / - / - / 163
met2: 2.97 / 199 / 21 / 18
met3: 1.93 / 172 / 18 / 0
met1: 5.06 / 578 / 61 / 138
worst min-delay path, cell delays in order:
cell    delay, ns
buf_2        0.11
buf_4        0.12
a22o_1       0.12
buf_2        0.09
path summary, 6_finish.rpt:
path	start	endpoint	slack, ns	cells after the start
setup / recovery	B[0]	ALUout[3]	-0.47	9
hold / removal	B[2]	ALUout[2]	1.29	4
final cells by class:
type	count	area (µm²)
well taps	46	57.6
multi-input cells	23	234
inverters	3	11.3
fillers	397	2870
repair buffers	29	244
synth_stat cells, types with 2 or more instances:
cell | instances | share of area, %
nand4_1 | 2 | 5.6
nor3_1 | 2 | 4.5
a22o_1 | 2 | 7.9
nor2_1 | 2 | 3.4
fa_1 | 3 | 27
and3_2 | 3 | 10
inv_1 | 3 | 5.1
what timing repair did:
item / 4_1_cts / 5_1_grt
pin swaps: 11 / 0
buffers inserted: 1 / 0
resized: 42 / 0
setup endpoints to repair: 8 / 3
gates cloned: 0 / 0
cells by family (layout without fill, tap and decap cells):
| group | after synthesis | in the layout | synth area share (%) |
|---|---|---|---|
| simple gates | 11 | 11 | 29.9 |
| compound gates | 8 | 8 | 29.9 |
| fa+ha+maj | 4 | 4 | 32.8 |
| buf+inv | 4 | 32 | 7.34 |
Power and IR drop assume default switching activity.
